==> flow/config.mk <==
export PLATFORM = sky130hd
export DESIGN_NAME = memory_controller
export DESIGN_NICKNAME = memory_controller
export VERILOG_FILES = /design/flow/design.v
export SDC_FILE = /design/flow/constraint.sdc
export NUM_CORES = 4
export LEC_CHECK = 1
export CORE_UTILIZATION = 50
==> flow/constraint.sdc <==
current_design memory_controller

set clk_period 18.1
set clk_io_pct 0.2

create_clock -name clk0 -period $clk_period [get_ports {clk}]

set non_clock_inputs [all_inputs -no_clocks]
set_input_delay [expr $clk_period * $clk_io_pct] -clock clk0 $non_clock_inputs
set_output_delay [expr $clk_period * $clk_io_pct] -clock clk0 [all_outputs]
==> flow/design.v <==
module memory_controller(
    input logic clk,
    input logic rst_n,
    input logic          csr_wr_en,
    input logic          csr_rd_en,
    input logic [7:0]    csr_addr,
    input logic [31:0]   csr_wr_data,
    output logic [31:0]  csr_rd_data,
    output logic         mem_start,
    output logic [3:0]   mem_mode,
    output logic [7:0]   mem_burst_length,
    output logic [3:0]   mem_latency,
    output logic         error_flag
);
    logic [31:0] mem_ctrl_reg;
    logic [31:0] mem_status_reg;
    logic [31:0] mem_cfg_reg;
    logic [31:0] mem_error_reg;
    logic [31:0] mem_id_reg;
    localparam MEM_CTRL_ADDR   = 8'h00;
    localparam MEM_STATUS_ADDR = 8'h04;
    localparam MEM_CFG_ADDR    = 8'h08;
    localparam MEM_ERROR_ADDR  = 8'h0C;
    localparam MEM_ID_ADDR     = 8'h10;
    always_comb begin
        csr_rd_data = 32'd0;
        if (csr_rd_en) begin
            unique case (csr_addr)
                MEM_CTRL_ADDR   : csr_rd_data = mem_ctrl_reg;
                MEM_STATUS_ADDR : csr_rd_data = mem_status_reg;
                MEM_CFG_ADDR    : csr_rd_data = mem_cfg_reg;
                MEM_ERROR_ADDR  : csr_rd_data = mem_error_reg;
                MEM_ID_ADDR     : csr_rd_data = mem_id_reg;
                default         : csr_rd_data = 32'h00000000;
            endcase
        end
    end
    always_ff @(posedge clk or negedge rst_n) begin
        if (!rst_n) begin
            mem_ctrl_reg   <= 32'd0;
            mem_status_reg <= 32'd0;
            mem_cfg_reg    <= 32'd0;
            mem_error_reg  <= 32'd0;
            mem_id_reg     <= 32'h1234_ABCD;  
        end else begin
            if (csr_wr_en) begin
                unique case (csr_addr)
                    MEM_CTRL_ADDR : mem_ctrl_reg <= csr_wr_data;
                    MEM_CFG_ADDR  : mem_cfg_reg  <= csr_wr_data;
                    default:  ;
                endcase
            end
            if (mem_ctrl_reg[0]) begin
                mem_status_reg[0] <= 1'b1;  
            end else begin
                mem_status_reg[0] <= 1'b0;
            end
           if(csr_wr_en && csr_rd_en)
               mem_error_reg[0] <= 1;
        end
    end
    assign mem_start        = mem_ctrl_reg[0];
    assign mem_mode         = mem_ctrl_reg[4:1];
    assign mem_burst_length = mem_cfg_reg[7:0];
    assign mem_latency      = mem_cfg_reg[11:8];
    assign error_flag       = mem_error_reg[0];
endmodule
interface top_if();
  logic clk;
  logic rst_n;
  logic csr_wr_en;
  logic csr_rd_en;
  logic [7:0] csr_addr;
  logic [31:0] csr_wr_data;
  logic [31:0] csr_rd_data;
  logic mem_start;
  logic [3:0] mem_mode;
  logic [7:0] mem_burst_length;
  logic [3:0] mem_latency;
  logic error_flag;
endinterface
==> flow/run.sh <==
#!/bin/bash
# OpenROAD 26Q1-2900-gdf79404cd8, Yosys 0.63+post, stock flow scripts
make -C /OpenROAD-flow-scripts/flow DESIGN_CONFIG=/design/flow/config.mk WORK_HOME=/design/flow/orfs finish
==> results.cfg <==
; flow metrics
[cts]
cts_buffer_depth = 2
post-cts-setup-buffers = 0
cts_tree = yes
cts_root_buffer = clkbuf_8
cts_num_sinks = 66
htree_num_levels = 3
numCtsBuffers = 9
clock.latency.late_pin_ps = 330
cts_resized = 0
cts_hold_buf = 0
clk_pin_slew_worst_paths_ps = 70

[setup_path]
rrSetupSlack_ps = 17310
required_ps = 14480
r2r_cells = 1
rr_startpoint = mem_ctrl_reg[0]$_DFFE_PN0P_
crit_start = csr_addr[1]
worstSetupPathType = in -> out
worstPathArrival_ps = 6030
r2r-end = mem_ctrl_reg[0]$_DFFE_PN0P_
crit_end = csr_rd_data[21]
worstSetupEndpointType = output pin
crit_fanout = 14
worstSetupStartpointType = input port

[routing]
drc = 0
dr.pass1.iters = 22
vias_per_cell = 5.33
postRouteAntennaNets = 0
drtIter0Drc = 155
diodes = 0
wl_per_cell_um = 15.7
drt-total-wl_um = 6480
routed-via-count = 2202

[layout]
layout_top_cell = clkdlybuf4s50_1
areaGrowthSynthToFinish_pct = 30.7
n_fill_cell = 461
drive_gt1_share_pct = 27.1
lay_top_cells = 91 x clkdlybuf4s50_1, 66 x dfrtp_1, 41 x mux2_4, 23 x mux2_2, 20 x nor2_1

[sta]
finalWorstSetupSlack_ps = 8450
relSlewSlack_pct = 47.9
post-route-min-period_ps = 9650
holdWs_ps = 447
finalSetupTns_ps = 0
max_freq_ghz = 0.104
fin_crit_sh_pct = 53.3
final.setup_skew_ps = 2.66
worst_pin_slew_ps = 779
grt_setup_unrepaired = false
drv_slew = 0
hold_viol_final = 0
final-setup-viol-count = 0

[global_route]
grt_max_degree = 48
grt_pass1_vias = 2246
grt_pass1_wl_um = 10700
grt-ovfl-total = 0
grt_usage_pct = 19.7
antenna_found_initial = 0

[synthesis]
synth_area_per_cell_um2 = 13.3
ys_sh_mux_pct = 31.0
ys_sh_simple_pct = 6.64
synth-compound-area-share_pct = 6.56
ys_warn_count = 1
top_area_share_pct = 48.9
ys_types = 24
synth-xor-area-share_pct = 0
ys_sh_adder_pct = 0
ys_seq_share_pct = 48.9
synthCells = 254
ys_area_um2 = 3370
ys_cells = 254
top_cells_by_area = dfrtp_1 49%, mux2_4 18%, mux2_2 7.7%
ys.flops = 66
logic_family = multiplexers
synth_area_um2 = 3370
largest_area_cell = dfrtp_1

[placed_design]
place_ws_ps = 8470
io_buffers = 93
place_congestion = 0.752
hpwlAfterDp_um = 4060

[worst_hold_path]
min-delay-start = mem_ctrl_reg[0]$_DFFE_PN0P_
hold_path_class = reg -> reg

[run]
maxCapViolations = 0
warnings = 26

[floorplanning]
core_area_um2 = 6420
chipArea_um2 = 7080
die_y_um = 84.2
ios = 94
fp_util_pct = 52.5
core.rowCount = 29
fp.dieW_um = 84.2

[power_and_ir_drop]
power.total_mw = 0.326
vdd_ir_drop_max_uv = 48.2
p_leak_nw = 2.12
p_per_area_nw_per_um2 = 74.0

[status]
status = finished clean
## layout make-up
cell class	count	area, um^2	share of cell area, %
sequential	66	1650	37.4
tap	77	96.3	2.18
clock buffer	9	124	2.81
multi-input combinational	156	1490	33.8
timing repair buffer	97	951	21.6
inverter	1	3.75	0.0851
clock inverter	7	93.8	2.13
## through the flow
step	util [%]	instances	area [um^2]
after floorplan	-	254	3370
after global placement	65.3	397	4190
after detailed placement	65.3	397	4190
after CTS	68.7	413	4410
after global routing	68.7	413	4410
final	68.7	413	4410
## synthesized netlist by cell type, drive strengths merged
master  number
dfrtp       66
mux2        64
buf         23
nor2        20
mux2i       17
a21oi       14
nand2       14
o21bai      14
clkbuf       8
nand4        3
a211oi       1
a21o         1
a22oi        1
a311oi       1
inv          1
nand3        1
nand4b       1
nor2b        1
nor4         1
o21ai        1
o21ba        1
## metal layers
metal | track usage (%) | vias up | share of wire, % | routed length [um]
li1 | - | 1031 | - | -
met1 | 30.7 | 1088 | 47 | 3070
met2 | 30.7 | 71 | 44 | 2850
met3 | 3.98 | 12 | 6.8 | 442
met4 | 3.76 | 0 | 1.9 | 125
met5 | 0 | - | 0 | 0
## worst max-delay path, cell delays in order
cell	delay, ps
clkdlybuf4s50_1	440
nor4_4	520
nand3_1	570
a21oi_1	350
clkdlybuf4s50_1	520
## worst min path at each step
stage         cells past startpoint  slack [ps]                        to
global route                      0         460  mem_status_reg$_DFF_PN0_
finish                            0         450  mem_status_reg$_DFF_PN0_
CTS                               0         450  mem_status_reg$_DFF_PN0_
## report_power, final
group	switching (mW)	leakage [nW]	total (mW)	internal, mW
clock network	0.0567	0.105	0.134	0.0772
registers	0.00401	0.905	0.158	0.154
logic	0.0124	1.11	0.0344	0.0219
total	0.0731	2.12	0.326	0.253
## cells by family after synthesis
group,after synthesis
AND/OR/NAND/NOR,41
flip-flops,66
buffers and inverters,32
AND-OR/OR-AND,34
multiplexers,81
Power and IR drop assume default switching activity.
